==> design.v <==
package div_types;
    parameter int div_width_p = 32;
    typedef bit [div_width_p-1:0] dividend_t;
    typedef bit [div_width_p-1:0] divisor_t;
    typedef bit [div_width_p-1:0] quotient_t;
	 typedef bit [div_width_p*2-1:0] remainder_t;
endpackage : div_types
package bus_adapter_mux;
typedef enum bit{
    data = 1'b1,
    pmem_rdata256 = 1'b0
} memrdata256_sel_t;
typedef enum bit{
    mem_rdata256 = 1'b0,
	 mem_wdata256 = 1'b1
} memwdata256_sel_t;
endpackage
package write_en_mux;
	typedef enum logic [1:0] {
		load_no_read = 2'b10,
		load_and_read  = 2'b11
	} write_en_sel_t;
endpackage
package dirty_mux;
	typedef enum bit {
		dirty0 = 1'b0,
		dirty1 = 1'b1
	} dirtymux_sel_t;
endpackage
package mem_wdata256mux;
	typedef enum bit {
		data0 = 1'b0,
		data1 = 1'b1
	} mem_wdata256_sel_t;
endpackage
package pmem_addr_mux;
	typedef enum logic [1:0] {
		mem_addr = 2'b00,
		way0 = 2'b01,
		way1 = 2'b10
	}pmem_addr_mux_sel_t;
endpackage
package mult_types;
    typedef struct packed {
        logic reset_n;
        logic start;
        logic [31:0] multiplicand;
		  logic [31:0] multiplier;
    } multi_inputs_t;
    typedef enum bit[1:0] {
        NONE=2'b0,
		  ADD_SHIFT=2'b01,
		  DONE=2'b10
    } op_e;
    typedef struct packed {
        logic ready;
        logic done;
        int iteration;
        op_e op;
        logic[31:0] M;
        logic C;
        logic[31:0] A;
        logic[31:0] Q;
    } mstate_s;
endpackage : mult_types
package pcmux;
typedef enum bit [1:0] {
    pc_plus4  = 2'b00
    ,alu_out  = 2'b01
    ,alu_mod2 = 2'b10
} pcmux_sel_t;
endpackage
package marmux;
typedef enum bit {
    pc_out = 1'b0
    ,alu_out = 1'b1
} marmux_sel_t;
endpackage
package cmpmux;
typedef enum bit {
    rs2_out = 1'b0
    ,i_imm = 1'b1
} cmpmux_sel_t;
endpackage
package alumux;
typedef enum bit {
    rs1_out = 1'b0
    ,pc_out = 1'b1
} alumux1_sel_t;
typedef enum bit [2:0] {
    i_imm    = 3'b000
    ,u_imm   = 3'b001
    ,b_imm   = 3'b010
    ,s_imm   = 3'b011
    ,j_imm   = 3'b100
    ,rs2_out = 3'b101
} alumux2_sel_t;
endpackage
package regfilemux;
typedef enum bit [3:0] {
    alu_out   = 4'b0000
    ,br_en    = 4'b0001
    ,u_imm    = 4'b0010
    ,lw       = 4'b0011
    ,pc_plus4 = 4'b0100
    ,lb        = 4'b0101
    ,lbu       = 4'b0110   
    ,lh        = 4'b0111
    ,lhu       = 4'b1000   
} regfilemux_sel_t;
endpackage
package bpredmux;
typedef enum bit [1:0] {
	not_taken_correct = 2'b00,
	taken_correct = 2'b01,
	alu_out = 2'b10,
	taken_incorrect = 2'b11
} bpredmux1_sel_t;
typedef enum bit [1:0] {
	bpmux1 = 2'b00,
	jal = 2'b01,
	jalr = 2'b10
} bpredmux2_sel_t;
endpackage
module l2_cache_control (
	input clk,
	input logic mem_write,
	input logic mem_read,
	input logic pmem_resp,
	input logic hit,
	input logic dirty_ctrl,
	input logic lru_out,
	input logic tag1_hit,
	input logic tag0_hit,
	output logic pmem_read,
	output logic pmem_write,
	output logic mem_resp,
	output logic set_dirty1,
	output logic set_dirty0,
	output logic clear_dirty1,
	output logic clear_dirty0,
	output logic [1:0] load_data,
	output logic [1:0] load_tag,
	output logic set_valid1,
	output logic set_valid0,
	output logic load_lru,
	output logic read_data
);
function void set_defaults();
	load_lru = 1'b0;
	read_data = 1'b0;
	load_data = 2'b0;
	load_tag = 2'b0;
	load_data = 2'b0;
	set_valid1 = 1'b0;
	set_valid0 = 1'b0;
	set_dirty0 = 1'b0;
	set_dirty1 = 1'b0;
	clear_dirty1 = 1'b0;
	clear_dirty0 = 1'b0;
	mem_resp = 1'b0;
	pmem_read = 1'b0;
	pmem_write = 1'b0;
endfunction
enum int unsigned {
	idle,
	go_update,
	hit_detection,
	load,
	plop,
	store
} state, next_state;
always_ff @(posedge clk) begin
	state <= next_state;
end
always_comb begin
	unique case(state)
		idle: if (mem_read || mem_write)
					next_state = hit_detection;
				else
					next_state = idle;
		go_update: next_state = idle;
		hit_detection: begin	 
								if(hit)
									next_state = go_update;
								else
									unique case(dirty_ctrl)
										1'b0: next_state = mem_read ? load : plop;
										1'b1: next_state = store;
									endcase
							end 
		load: if(~pmem_resp)
					next_state = load;
				else
					next_state = go_update;
		plop: next_state = go_update;
		store: if(~pmem_resp)
					next_state = store;
				 else
					next_state = mem_read ? load : plop;
	default: next_state = idle;
	endcase
end
always_comb begin
	set_defaults();
	unique case(state)
		idle:	read_data = mem_read | mem_write;
		hit_detection: if(hit) begin
								load_lru = 1'b1;
								mem_resp = 1'b1;
								if(mem_write) begin
									load_data[0] = tag0_hit;
									load_data[1] = tag1_hit;
									set_dirty0 = tag0_hit;
									set_dirty1 = tag1_hit;
								end
							end
							else if(~dirty_ctrl && mem_read) begin
								pmem_read = 1'b1;
							end
		load: if(pmem_resp) begin
					load_data[0] = ~lru_out;
					load_tag[0] = ~lru_out;
					load_data[1] = lru_out;
					load_tag[1] = lru_out;
					set_valid0 = ~lru_out;
					set_valid1 = lru_out;
					load_lru = 1'b1;
					mem_resp = 1'b1;
				end
				else begin
					pmem_read = 1'b1;
				end
		plop: begin
					load_lru = 1'b1;
					mem_resp = 1'b1;
					load_data[0] = ~lru_out;
					load_data[1] = lru_out;
					load_tag[0] = ~lru_out;
					load_tag[1] = lru_out;
					set_dirty0 = ~lru_out;
					set_dirty1 = lru_out;
					set_valid0 = ~lru_out;
					set_valid1 = lru_out;
				end
		store: if(pmem_resp) begin
					pmem_read = 1'b1;
				end
				else begin
					pmem_write = 1'b1;
					clear_dirty0 = ~lru_out;
					clear_dirty1 = lru_out;
				end
		default: ;
	endcase
end
endmodule : l2_cache_control
==> run.sh <==
#!/bin/bash
# OpenROAD 26Q1-2900-gdf79404cd8, Yosys 0.63+post, stock flow scripts
make -C /OpenROAD-flow-scripts/flow DESIGN_CONFIG=/design/flow/config.mk WORK_HOME=/design/flow/orfs finish
==> config.mk <==
export PLATFORM = sky130hd
export DESIGN_NAME = l2_cache_control
export DESIGN_NICKNAME = l2_cache_control
export VERILOG_FILES = /design/flow/design.v
export SDC_FILE = /design/flow/constraint.sdc
export NUM_CORES = 4
export LEC_CHECK = 1
export CORE_AREA = 10 10 70 70
export DIE_AREA = 0 0 80 80
==> constraint.sdc <==
current_design l2_cache_control

set clk_period 2.5
set clk_io_pct 0.2

create_clock -name clk0 -period $clk_period [get_ports {clk}]

set non_clock_inputs [all_inputs -no_clocks]
set_input_delay [expr $clk_period * $clk_io_pct] -clock clk0 $non_clock_inputs
set_output_delay [expr $clk_period * $clk_io_pct] -clock clk0 [all_outputs]
==> flow_summary.ini <==
; physical design summary
[clocking]
clock_sinks = 3
path_clk_slew_ns = 0.04
clock_path_buffers = 2
cts_buffers = 3
htreeDepth = 1
clk_latency_ns = 0.23
cts_tree = done
cts-root-buf = clkbuf_4
holdBufCountCts = 0

[power]
p_leak_nw = 0.251
powerDensity_mw_per_mm2 = 704
peakVddDrop_v = 0.000213
total_power_w = 0.000456

[grt]
antenna_found_initial = 0
grt_pass1_wl_um = 2100
grtUsageTotal_pct = 3.89
overflow = 0
grt_max_degree = 12
first_global_vias = 502

[final_timing]
finClkSkew_ns = 0.00202
slew-limit-headroom_pct = 75.8
rsz0062_at_grt = no
worst_pin_slew_ns = 0.363
hold_violations = 0
period_needed_ns = 2.41
setup_viol = 0
min_period_over_period_pct = 96.3
holdWs_ns = 0.548
drv_slew = 0
max_freq_mhz = 416

[setup_path]
slowest_delay_ns = 0.51
r2r_start = state[2]
crit_chain = clkdlybuf4s50_1 > nor4b_4 > o21ai_1 > o21ai_1 > clkdlybuf4s50_1
critPathMaxFanout = 3
rr_worst_depth = 3
cp_data_arrival_time_ns = 1.91
r2r_slack_ns = 1.38
path_delay_family = buffers and inverters
start_kind = input pin
cp.depth = 5
cp_slowest_cell = clkdlybuf4s50_1
end_kind = output pin
crit_type = in2out
cp.buffers_inverters = 2
reg2reg_to = state[2]
crit_required_ns = 2.00

[die]
fp.coreArea_sq_mm = 0.00342
row_count = 21
die_width_um = 80
die_area_sq_mm = 0.00640
initial_core_util_pct = 10.1
num_io_pins = 24
die_y_um = 80

[drt]
antenna_cells_inserted = 0
num_vias = 443
drt_iter0_markers = 6
routed_wl_um = 1250
postRouteAntennaNets = 0
first_pass_iters = 4
via_per_inst = 3.75
drcViolationCount = 0
wl_per_cell_um = 10.6

[yosys]
yosysSeqAreaShare_pct = 17.3
edf_count = 0
synthCells = 48
largest_area_cell = dfxtp_1
avgSynthCellArea_sq_um = 7.22
syn_area_sq_um = 347
top_cells_by_area = dfxtp_1 17%, buf_4 11%, o21ai_1 10%, nor2_1 5.4%, a32oi_2 4.7%
numSynthFlops = 3
synth_stat.cells = 48
synthArstFlopShare_pct = 0
ff_type = dfxtp_1
synth.most_common_cell = o21ai_1
synth_chip_area_sq_um = 347
ys_types = 23
yosysWarnings = 1
yosys-top-cells-count = 7 x o21ai_1, 5 x buf_4, 5 x nor2_1
top_cell_area_share_pct = 17.3

[final_layout]
fin_cells = 118
post_route_cells_drive_above_1_share_pct = 15.3
regMostFlops = state
area_delta_synth_final_pct = 87.0
finish.instance_area_sq_um = 648
largest_reg_flops = 3
top_regs = state (3)
nFillCells = 392

[placed_design]
place_hpwl_um = 1020
portBuffers = 23
place.gp.congestion = 0.770
dp.cells = 114
placed_area_sq_um = 608

[worst_hold_path]
min_to = state[1]
min_from = state[1]
hold_path_depth = 1
hold_class = reg2reg

[flow_run]
warning_count = 25
cap_violations = 0

[status]
status = finished, final reports clean
## per-stage QoR
stage / TNS (ns) / setup WS [ns] / util, %
6_report: 0 / 0.0933 / 19.0
5_1_grt: 0 / 0.0256 / 19.0
4_1_cts: 0 / 0.0466 / 18.5
3_5_place_dp: -0.0752 / -0.0252 / 17.8
3_3_place_gp: 0 / 0.00859 / 17.8
2_1_floorplan: 0 / 0.944 / -
## kinds of logic (layout without fill, tap and decap cells)
logic type | after synthesis | in the layout | share of synthesized area, %
AND/OR/NAND/NOR | 20 | 20 | 35.0
multiplexers | 1 | 1 | 2.89
AND-OR/OR-AND | 15 | 15 | 27.4
flip-flops | 3 | 3 | 17.3
buffers and inverters | 9 | 33 | 17.3
## worst max-delay path by stage
| stage | start | to |
|---|---|---|
| after CTS | mem_read | pmem_read |
| after global routing | mem_read | pmem_read |
| final | mem_read | pmem_read |
## layer usage
layer / vias up / track usage (%) / wire [um]
met5: - / 0 / 0
met4: 0 / 1.76 / 21
met3: 2 / 2.50 / 175
met2: 23 / 5.70 / 533
met1: 197 / 4.32 / 524
li1: 221 / - / -
## cells in the final DEF (no fill, tap or decap), types with 2 or more instances in the layout
| master | Yosys | routed |
|---|---|---|
| clkdlybuf4s50_1 | 0 | 20 |
| nand4_1 | 2 | 2 |
| nor2_1 | 5 | 5 |
| clkbuf_4 | 0 | 3 |
| nand2_1 | 3 | 3 |
| o21ai_1 | 7 | 7 |
| nor4_1 | 2 | 2 |
| inv_1 | 3 | 3 |
| o21ai_0 | 2 | 2 |
| a21oi_1 | 2 | 2 |
| dfxtp_1 | 3 | 2 |
| buf_4 | 5 | 3 |
| nor3_1 | 2 | 2 |
| dlymetal6s2s_1 | 0 | 2 |
## repair_timing
item | in CTS | in global routing
resized | 1 | 4
pin swaps | 0 | 2
buffers inserted | 0 | 0
endpoints found under the setup margin | 6 | 1
## cell type report
cell class	count	area (sq um)	share of cell area, %
tap	46	57.6	8.88
multi-input combinational	36	235	36.3
sequential	3	61.3	9.46
inverter	3	11.3	1.74
clock buffer	4	26.3	4.05
timing repair buffer	26	256	39.6
## power breakdown
part / leakage (nW) / switching [W] / internal [W]
clock: 0.0150 / 0.0000259 / 0.0000599
combinational: 0.211 / 0.0000815 / 0.000164
sequential: 0.0251 / 0.0000547 / 0.0000709
Power figures rest on the tool's default switching activity, not on a simulated workload.
