===== design/flow/design.v =====
package div_types;
    parameter int div_width_p = 32;
    typedef bit [div_width_p-1:0] dividend_t;
    typedef bit [div_width_p-1:0] divisor_t;
    typedef bit [div_width_p-1:0] quotient_t;
	 typedef bit [div_width_p*2-1:0] remainder_t;
endpackage : div_types
package bus_adapter_mux;
typedef enum bit{
    data = 1'b1,
    pmem_rdata256 = 1'b0
} memrdata256_sel_t;
typedef enum bit{
    mem_rdata256 = 1'b0,
	 mem_wdata256 = 1'b1
} memwdata256_sel_t;
endpackage
package write_en_mux;
	typedef enum logic [1:0] {
		load_no_read = 2'b10,
		load_and_read  = 2'b11
	} write_en_sel_t;
endpackage
package dirty_mux;
	typedef enum bit {
		dirty0 = 1'b0,
		dirty1 = 1'b1
	} dirtymux_sel_t;
endpackage
package mem_wdata256mux;
	typedef enum bit {
		data0 = 1'b0,
		data1 = 1'b1
	} mem_wdata256_sel_t;
endpackage
package pmem_addr_mux;
	typedef enum logic [1:0] {
		mem_addr = 2'b00,
		way0 = 2'b01,
		way1 = 2'b10
	}pmem_addr_mux_sel_t;
endpackage
package mult_types;
    typedef struct packed {
        logic reset_n;
        logic start;
        logic [31:0] multiplicand;
		  logic [31:0] multiplier;
    } multi_inputs_t;
    typedef enum bit[1:0] {
        NONE=2'b0,
		  ADD_SHIFT=2'b01,
		  DONE=2'b10
    } op_e;
    typedef struct packed {
        logic ready;
        logic done;
        int iteration;
        op_e op;
        logic[31:0] M;
        logic C;
        logic[31:0] A;
        logic[31:0] Q;
    } mstate_s;
endpackage : mult_types
package pcmux;
typedef enum bit [1:0] {
    pc_plus4  = 2'b00
    ,alu_out  = 2'b01
    ,alu_mod2 = 2'b10
} pcmux_sel_t;
endpackage
package marmux;
typedef enum bit {
    pc_out = 1'b0
    ,alu_out = 1'b1
} marmux_sel_t;
endpackage
package cmpmux;
typedef enum bit {
    rs2_out = 1'b0
    ,i_imm = 1'b1
} cmpmux_sel_t;
endpackage
package alumux;
typedef enum bit {
    rs1_out = 1'b0
    ,pc_out = 1'b1
} alumux1_sel_t;
typedef enum bit [2:0] {
    i_imm    = 3'b000
    ,u_imm   = 3'b001
    ,b_imm   = 3'b010
    ,s_imm   = 3'b011
    ,j_imm   = 3'b100
    ,rs2_out = 3'b101
} alumux2_sel_t;
endpackage
package regfilemux;
typedef enum bit [3:0] {
    alu_out   = 4'b0000
    ,br_en    = 4'b0001
    ,u_imm    = 4'b0010
    ,lw       = 4'b0011
    ,pc_plus4 = 4'b0100
    ,lb        = 4'b0101
    ,lbu       = 4'b0110   
    ,lh        = 4'b0111
    ,lhu       = 4'b1000   
} regfilemux_sel_t;
endpackage
package bpredmux;
typedef enum bit [1:0] {
	not_taken_correct = 2'b00,
	taken_correct = 2'b01,
	alu_out = 2'b10,
	taken_incorrect = 2'b11
} bpredmux1_sel_t;
typedef enum bit [1:0] {
	bpmux1 = 2'b00,
	jal = 2'b01,
	jalr = 2'b10
} bpredmux2_sel_t;
endpackage
module arbiter_control
(
			input clk,
			input iread,
			input pmem_resp,
			input dwrite,
			input dread,
			output logic iresp,
			output logic dresp,
			output logic cache_sel
);
logic dservice;
assign dservice = dread || dwrite;
enum int unsigned {
	idle, service_icache, service_dcache
} state, next_state;
always_comb
begin : next_state_logic
	  unique case (state)
		 idle: 	if(iread) 
						next_state = service_icache;
					else 
						next_state = (dservice) ? service_dcache : idle;
		 service_icache: 	if (pmem_resp)
									next_state = (dservice) ? service_dcache : idle;
								else
									next_state = service_icache;
		 service_dcache: 	if (pmem_resp)
									next_state = (iread) ? service_icache : idle;
								else
									next_state = service_dcache;
	endcase
end 
always_comb
begin : state_actions
	 iresp = 1'b0;
	 dresp = 1'b0;
	 unique case (state)
		idle:	cache_sel = dservice && ~iread;
		service_icache:	begin
									cache_sel = 1'b0;
									iresp = pmem_resp;
								end
		service_dcache:	begin
									cache_sel = 1'b1;
									dresp = pmem_resp;
								end
	endcase
end
always_ff @(posedge clk)
begin: next_state_assignment
	 state <= next_state;
end
endmodule

===== design/flow/run.sh =====
#!/bin/bash
# OpenROAD 26Q1-2900-gdf79404cd8, Yosys 0.63+post, stock flow scripts
make -C /OpenROAD-flow-scripts/flow DESIGN_CONFIG=/design/flow/config.mk WORK_HOME=/design/flow/orfs finish

===== design/flow/config.mk =====
export PLATFORM = sky130hd
export DESIGN_NAME = arbiter_control
export DESIGN_NICKNAME = arbiter_control
export VERILOG_FILES = /design/flow/design.v
export SDC_FILE = /design/flow/constraint.sdc
export NUM_CORES = 4
export LEC_CHECK = 1
export CORE_AREA = 10 10 70 70
export DIE_AREA = 0 0 80 80

===== design/flow/constraint.sdc =====
current_design arbiter_control

set clk_period 2.5
set clk_io_pct 0.2

create_clock -name clk0 -period $clk_period [get_ports {clk}]

set non_clock_inputs [all_inputs -no_clocks]
set_input_delay [expr $clk_period * $clk_io_pct] -clock clk0 $non_clock_inputs
set_output_delay [expr $clk_period * $clk_io_pct] -clock clk0 [all_outputs]

==> GITHUB_STEP_SUMMARY <==
## Synthesis and layout report

| Metric | Value |
|---|---|
| Reg2Reg Depth | 4 |
| Unrepaired setup endpoints after global routing | false |
| Registers, synthesis | 2 |
| First-pass iteration count of the detailed router | 2 |
| Status | complete, no violations |
| Initial antenna violation count | 0 |
| Fmax | 424 MHz |
| CTS tree | done |
| Worst path depth | 3 |
| R2r startpoint | state[0] |
| Slack of the worst reg-to-reg path | 1140 ps |
| Period Utilization, post-route | 94.4% |
| Area leader, netlist | ha_1 |
| Largest Register | state |
| Max incr delay on CP | 580 ps |
| Max-area cell share | roughly 28% |
| Hpwl dp | 382 um |
| OpenROAD warning count | 28 |
| Clk_skew | between 2 and 3 ps |
| Post-cts sizing count | 0 |
| Crit Path Class | in -> out |
| Placer congestion estimate | roughly 0.63 |
| Top cells by area | ha_1 (28%), dfxtp_1 (23%), nor2b_4 (7.7%) |
| Die Height | roughly 80 um |
| Via count | 164 |
| CP top delay family | buffers and inverters |
| Post-CTS Setup Bufs | 0 |
| Chip area in the Yosys report | 178 sq um |
| CP Max Fanout | 5 |
| Routed len/inst | about 6.1 um |
| Slew @ Worst Pin | 223 ps |
| Final setup viols | 0 |
| Std-Cell Rows | 21 |
| Worst skew pair latency | 220 ps |
| ANT nets after route | 0 |
| Yosys Instances | 20 |
| Slew HR | between 80% and 90% |
| CP arrival | 1860 ps |
| MaxCap Viol Count | 0 |
| Total global routing overflow | 0 |
| Netlist cell types | 12 |
| Worst Hold Path EP | state[0] |
| Total GRT Usage | under 10% |
| Hold Crit Class | reg -> reg |
| P&R area growth vs syn | 84.5% |
| Commonest Layout Cell | clkdlybuf4s50_1 |
| Max FFs per register | 2 |
| Critical path data required time | about 2000 ps |
| Vias in the first global route | 197 |
| Layout cell share with drive strength beyond 1 | 20.0% |
| Iteration-0 DRC count of the detailed router | 3 |
| CTS hold repair buffers | 0 |
| Clock sink count | 2 |
| CP Capture Type | primary output |
| Htree depth | 1 |
| Non-filler instance count after layout | 76 |
| Die ar. | 6400 sq um |
| Syn. warnings | 1 |
| Synth Instances | 20 |
| IO Pins | 8 |
| DR vias/cell | 2.16 |
| Register area share after synthesis | 22.5% |
| Core Region | 3420 sq um |
| Clk buf depth | 2 |
| Power density over the cells | 942 nW/um^2 |
| CP Cell Sequence | clkdlybuf4s50_1, nor3b_1, clkdlybuf4s50_1 |
| Fin. Hold Viols | 0 |
| TritonCTS buffer count | 3 |
| Tmin final | 2360 ps |
| Inst Count DP | 73 |
| Buffers on Ports | 7 |
| Bufs and invs on worst path | 2 |
| Crit path top cell by count | clkdlybuf4s50_1 |
| Core Util at FP | 5.20% |
| Leakage | 0.133 nW |
| Slew Viols, Final | 0 |
| Reg2reg end | state[1] |
| Setup tns final | 0 ps |
| First-pass GRT wire length | about 800 um |
| Setup crit start kind | input port |
| Most numerous logic cells after layout | clkdlybuf4s50_1 (7), ha_1 (4), nand2_1 (3), clkbuf_4 (3) |
| Final Power | just over 0.0003 W |
| Largest net degree at the start of global routing | 6 |
| Slowest cell on crit path | clkdlybuf4s50_1 |
| Peak supply drop | 0.426 mV |
| Root Driver | clkbuf_4 |
| DRC Markers | 0 |
| Chip width | 80 um |
| Area of the mapped netlist | 178 sq um |
| Post-layout util | 9.60% |
| Syn avg cell area | 8.88 sq um |
| Largest registers | state: 2 flops |
| Min-delay src | state[0] |
| Post-Route WL | 467 um |
| Clk slew on worst S/H paths | 30 ps |
| Diode count | 0 |
| WHS Path Cells | 2 |
-- metal layers --
| metal | up-vias | global-route usage [%] | routed length, um |
|---|---|---|---|
| met4 | 0 | 0.704 | 0 |
| met1 | 66 | 2.19 | 285 |
| li1 | 90 | - | - |
| met5 | - | 0 | 0 |
| met3 | 0 | 0.795 | 42 |
| met2 | 8 | 2.01 | 139 |
-- tightest hold or removal path, stage by stage, from the launching register on --
cell	delay, ps
dfxtp_1	320
ha_1	180
a22o_2	130
-- through the flow --
step	hold slack (ps)	instance area (sq um)	worst slack (ps)
after floorplan	610	178	973
after global placement	637	305	80.2
after detailed placement	657	305	144
after CTS	671	328	136
after global routing	701	328	0.752
final	667	328	141
-- cells by family (layout without fill, tap and decap cells) --
kind of cell | Yosys count | count (layout) | share of synthesized area [%]
flops | 2 | 2 | 22.5
compound gates | 3 | 3 | 15.5
buf+inv | 2 | 12 | 4.23
simple gates | 9 | 9 | 29.6
fa+ha+maj | 4 | 4 | 28.2
-- cells in the mapped netlist --
master   instances
a22o_2           1
nor2b_4          1
nand2_1          3
nor3b_1          1
nor2_1           2
nor3_1           1
inv_1            2
and2_2           1
a21o_1           1
ha_1             4
a221o_1          1
dfxtp_1          2
-- how the worst max path moves through the flow --
stage,to,from
finish,iresp,pmem_resp
global route,iresp,pmem_resp
CTS,iresp,pmem_resp
-- cell type report --
cell class	instances	area (sq um)
Timing Repair Buffer	7	70.1
Sequential cell	2	40.0
Clock buffer	3	22.5
Multi-Input combinational cell	16	130
Inverter	2	7.51
Tap cell	46	57.6
Fill cell	406	3090
-- power by group --
group	internal (W)	leakage, nW	total (W)	switching (W)
registers	0.0000477	0.0167	0.0000570	0.00000924
clock network	0.0000530	0.0138	0.0000713	0.0000183
logic	0.000107	0.102	0.000180	0.0000735
total	0.000208	0.133	0.000309	0.000101
No activity file was given, so power comes from the tool's default toggle rates.
