### run.sh
#!/bin/bash
# OpenROAD 26Q1-2900-gdf79404cd8, Yosys 0.63+post, stock flow scripts
make -C /OpenROAD-flow-scripts/flow DESIGN_CONFIG=/design/flow/config.mk WORK_HOME=/design/flow/orfs finish
### constraint.sdc
current_design data_reg

set clk_period 1.7
set clk_io_pct 0.2

create_clock -name clk0 -period $clk_period [get_ports {clk}]

set non_clock_inputs [all_inputs -no_clocks]
set_input_delay [expr $clk_period * $clk_io_pct] -clock clk0 $non_clock_inputs
set_output_delay [expr $clk_period * $clk_io_pct] -clock clk0 [all_outputs]
### config.mk
export PLATFORM = sky130hd
export DESIGN_NAME = data_reg
export DESIGN_NICKNAME = data_reg
export VERILOG_FILES = /design/flow/design.v
export SDC_FILE = /design/flow/constraint.sdc
export NUM_CORES = 4
export LEC_CHECK = 1
export CORE_UTILIZATION = 30
### design.v
package div_types;
    parameter int div_width_p = 32;
    typedef bit [div_width_p-1:0] dividend_t;
    typedef bit [div_width_p-1:0] divisor_t;
    typedef bit [div_width_p-1:0] quotient_t;
	 typedef bit [div_width_p*2-1:0] remainder_t;
endpackage : div_types
package bus_adapter_mux;
typedef enum bit{
    data = 1'b1,
    pmem_rdata256 = 1'b0
} memrdata256_sel_t;
typedef enum bit{
    mem_rdata256 = 1'b0,
	 mem_wdata256 = 1'b1
} memwdata256_sel_t;
endpackage
package write_en_mux;
	typedef enum logic [1:0] {
		load_no_read = 2'b10,
		load_and_read  = 2'b11
	} write_en_sel_t;
endpackage
package dirty_mux;
	typedef enum bit {
		dirty0 = 1'b0,
		dirty1 = 1'b1
	} dirtymux_sel_t;
endpackage
package mem_wdata256mux;
	typedef enum bit {
		data0 = 1'b0,
		data1 = 1'b1
	} mem_wdata256_sel_t;
endpackage
package pmem_addr_mux;
	typedef enum logic [1:0] {
		mem_addr = 2'b00,
		way0 = 2'b01,
		way1 = 2'b10
	}pmem_addr_mux_sel_t;
endpackage
package mult_types;
    typedef struct packed {
        logic reset_n;
        logic start;
        logic [31:0] multiplicand;
		  logic [31:0] multiplier;
    } multi_inputs_t;
    typedef enum bit[1:0] {
        NONE=2'b0,
		  ADD_SHIFT=2'b01,
		  DONE=2'b10
    } op_e;
    typedef struct packed {
        logic ready;
        logic done;
        int iteration;
        op_e op;
        logic[31:0] M;
        logic C;
        logic[31:0] A;
        logic[31:0] Q;
    } mstate_s;
endpackage : mult_types
package pcmux;
typedef enum bit [1:0] {
    pc_plus4  = 2'b00
    ,alu_out  = 2'b01
    ,alu_mod2 = 2'b10
} pcmux_sel_t;
endpackage
package marmux;
typedef enum bit {
    pc_out = 1'b0
    ,alu_out = 1'b1
} marmux_sel_t;
endpackage
package cmpmux;
typedef enum bit {
    rs2_out = 1'b0
    ,i_imm = 1'b1
} cmpmux_sel_t;
endpackage
package alumux;
typedef enum bit {
    rs1_out = 1'b0
    ,pc_out = 1'b1
} alumux1_sel_t;
typedef enum bit [2:0] {
    i_imm    = 3'b000
    ,u_imm   = 3'b001
    ,b_imm   = 3'b010
    ,s_imm   = 3'b011
    ,j_imm   = 3'b100
    ,rs2_out = 3'b101
} alumux2_sel_t;
endpackage
package regfilemux;
typedef enum bit [3:0] {
    alu_out   = 4'b0000
    ,br_en    = 4'b0001
    ,u_imm    = 4'b0010
    ,lw       = 4'b0011
    ,pc_plus4 = 4'b0100
    ,lb        = 4'b0101
    ,lbu       = 4'b0110   
    ,lh        = 4'b0111
    ,lhu       = 4'b1000   
} regfilemux_sel_t;
endpackage
package bpredmux;
typedef enum bit [1:0] {
	not_taken_correct = 2'b00,
	taken_correct = 2'b01,
	alu_out = 2'b10,
	taken_incorrect = 2'b11
} bpredmux1_sel_t;
typedef enum bit [1:0] {
	bpmux1 = 2'b00,
	jal = 2'b01,
	jalr = 2'b10
} bpredmux2_sel_t;
endpackage
module data_reg #(
    parameter s_index = 3,
    parameter s_offset = 5
)
(
    clk,
    read,
    write_en,
    rindex,
    windex,
    datain,
    dataout
);
localparam s_mask   = 2**s_offset;
localparam s_line   = 8*s_mask;
localparam num_sets = 2**s_index;
input clk;
input read;
input [s_mask-1:0] write_en;
input [s_index-1:0] rindex;
input [s_index-1:0] windex;
input [s_line-1:0] datain;
output logic [s_line-1:0] dataout;
logic [s_line-1:0] data  ;
logic [s_line-1:0] _dataout;
assign dataout = _dataout;
always_ff @(posedge clk)
begin
    if (read)
        for (int i = 0; i < s_mask; i++)
            _dataout[8*i +: 8] <= (write_en[i]) ? datain[8*i +: 8] : data[8*i +: 8];
    for (int i = 0; i < s_mask; i++)
    begin
		data[8*i +: 8] <= write_en[i] ? datain[8*i +: 8] : data[8*i +: 8];
    end
end
endmodule : data_reg
==> flow_metrics.py <==
# Synthesis and PnR figures
metrics = {
    "grt": {
        "grt_pass1_wl_mm": 51.9,
        "grt_max_degree": 63,
        "antenna_found_initial": 3,
        "grt_overflow": 0,
        "grt_usage_pct": 13.3,
        "grt_pass1_vias": 8903,
    },
    "layout": {
        "drive_gt1_share_pct": 26.5,
        "syn2layout_area_growth_pct": 50.2,
        "combGateArea_mm2": 0.00288,
        "fill_cells": 4631,
        "final_cells": 2154,
        "final_area_mm2": 0.0241,
        "seq_area_mm2": 0.0128,
    },
    "critical_path": {
        "setup.worst_path.start": "_dataout[113]$_DFFE_PP_",
        "worstSetupPathType": "reg2out",
        "cp_slowest_cell": "edfxtp_1",
        "critPathRequiredTime_ns": 1.36,
        "cp_top_family": "flip-flops",
        "path_cells": "dlygate4sd2_1",
        "crit_cells": 1,
        "r2r_cells": 1,
        "rrSetupSlack_ns": 0.86,
        "r2r-end": "_dataout[19]$_DFFE_PP_",
        "r2r_start": "data[19]$_DFF_P_",
        "crit_end": "dataout[113]",
        "worst-path-buf-inv": 1,
        "endpoint_kind": "output pin",
        "cpPeakStageDelay_ns": 0.39,
        "critPathLaunchType": "flop",
        "crit_path_max_fanout": 1,
        "arrival_ns": 1.26,
    },
    "clocking": {
        "ctsResizeCount": 256,
        "cts_buffer_depth": 3,
        "cts_hold_buf": 0,
        "path_clk_slew_ns": 0.06,
        "clk_latency_ns": 0.58,
        "h-tree-depth": 2,
        "postCtsSetupRepairBufs": 0,
        "cts-root-buf": "clkbuf_16",
        "cts_sinks": 512,
        "cts_tree": "yes",
        "cts_inserted_buffers": 53,
    },
    "yosys": {
        "top_cells_by_area": "edfxtp_1 48%, dfxtp_1 32%, mux2_2 18%",
        "mux_share_pct": 18.0,
        "synth.avg_cell_area_um2": 20.1,
        "numSynthFlops": 512,
        "top_logic_kind": "multiplexers",
        "aoi_share_pct": 0,
        "ys_types": 4,
        "ys_chip_area_mm2": 0.0161,
        "yosys_warnings": 1,
        "seq_area_frac_synth_pct": 79.8,
        "ys_sh_adder_pct": 0,
        "synth-xor-area-share_pct": 0,
        "synth-simple-area-share_pct": 0,
        "syn_area_mm2": 0.0161,
        "yosys-stat-cells": 800,
        "yosys.area.top_type": "edfxtp_1",
        "synthCells": 800,
        "yosysTopAreaCellShare_pct": 47.9,
    },
    "power": {
        "ir_drop_mv": 0.778,
        "combPwrFrac_pct": 8.9,
        "p_leak_nw": 9.38,
        "p_switching_mw": 5.58,
        "finalPower_mw": 27.9,
        "pwr-share-seq_pct": 51.8,
        "swShare_pct": 20.0,
        "p_int_mw": 22.3,
        "power.share.clock_pct": 39.2,
        "power_density_mw_per_mm2": 1160,
    },
    "floorplanning": {
        "die_width_um": 233,
        "fp_util_pct": 30.4,
        "core_mm2": 0.0528,
        "rows": 84,
        "die-area_mm2": 0.0544,
        "die_h_um": 233,
        "io_pins": 552,
    },
    "drt": {
        "drcViolationCount": 0,
        "wl_mm": 36.0,
        "via_count": 8819,
        "ant_nets": 0,
        "drt_iter0_markers": 326,
        "drt_pass1_iterations": 22,
        "wl_per_cell_um": 16.7,
        "avgViaCountPerCell": 4.09,
    },
    "timing": {
        "slew-limit-headroom_pct": 75.8,
        "slew_viol_final": 0,
        "worst_pin_slew_ns": 0.363,
        "hold_viol_final": 0,
        "clock.fmax_mhz": 626,
        "rsz0062_at_grt": "false",
        "min_period_ns": 1.60,
        "setup_ws_ns": 0.101,
        "skew_ns": 0.0160,
        "setup_viol": 0,
        "finalCritPeriodShare_pct": 94.0,
        "finalSetupTns_ns": 0,
    },
    "job": {
        "cap_viol_max_count": 0,
        "tool_warnings": 31,
    },
    "placed_design": {
        "port_buffers": 545,
        "post-place-cells": 2054,
        "dp_hpwl_mm": 26.8,
        "gp_congestion": 0.818,
        "placed_area_mm2": 0.0228,
        "post-place-ws_ns": 0.0729,
    },
    "hold_path": {
        "worstHoldStart": "read",
        "hp-class": "in2reg",
    },
    "status": {
        "status": "finished, final reports clean",
    },
}
how the worst min path moves through the flow:
stage                 cells past startpoint                       to
after CTS                                 1  _dataout[238]$_DFFE_PP_
after global routing                      1  _dataout[238]$_DFFE_PP_
final                                     1  _dataout[241]$_DFFE_PP_
metal layers:
layer	vias to the layer above	part of all wire (%)	global-route usage (%)
li1	4199	-	-
met3	67	12	5.56
met2	326	48	20.6
met5	-	0.072	0
met1	4223	37	17.4
met4	4	2.9	3.86
synth_stat cells, drive strengths merged:
cell    count
edfxtp    256
mux2      256
buf        32
dfxtp     256
power groups by stage:
stage / Combinational, mW / Sequential, mW / Clock, mW
final: 2.49 / 14.5 / 11.0
after global routing: 2.70 / 14.6 / 11.8
after CTS: 2.55 / 14.5 / 11.3
through the flow:
step | hold WS, ns | utilization, %
after detailed placement | 0.458 | 43.1
after floorplan | 0.447 | -
after CTS | 0.0457 | 45.7
after global placement | 0.452 | 43.1
final | 0.0956 | 45.7
after global routing | 0.0526 | 45.7
area by class of cell:
| class | count | area share, % |
|---|---|---|
| repair buffers | 598 | 24.4 |
| clock inverters | 21 | 0.591 |
| diodes | 2 | 0.0207 |
| clock buffers | 77 | 6.34 |
| well taps | 688 | 3.57 |
| flip-flops and latches | 512 | 53.1 |
| multi-input cells | 256 | 12.0 |
cell families after synthesis:
family   count (synthesis)
buf+inv                 32
flops                  512
mux                    256
cell usage in the layout, fill, tap and decap left out, drive strengths merged:
cell type / count
diode: 2
dfxtp: 256
inv: 3
mux2: 256
buf: 54
clkinv: 17
clkdlybuf4s50: 288
dlygate4sd2: 256
clkbuf: 77
edfxtp: 256
bufinv: 1
Power figures rest on the tool's default switching activity, not on a simulated workload.
