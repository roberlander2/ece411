<file path="design.v">
package div_types;
    parameter int div_width_p = 32;
    typedef bit [div_width_p-1:0] dividend_t;
    typedef bit [div_width_p-1:0] divisor_t;
    typedef bit [div_width_p-1:0] quotient_t;
	 typedef bit [div_width_p*2-1:0] remainder_t;
endpackage : div_types
package bus_adapter_mux;
typedef enum bit{
    data = 1'b1,
    pmem_rdata256 = 1'b0
} memrdata256_sel_t;
typedef enum bit{
    mem_rdata256 = 1'b0,
	 mem_wdata256 = 1'b1
} memwdata256_sel_t;
endpackage
package write_en_mux;
	typedef enum logic [1:0] {
		load_no_read = 2'b10,
		load_and_read  = 2'b11
	} write_en_sel_t;
endpackage
package dirty_mux;
	typedef enum bit {
		dirty0 = 1'b0,
		dirty1 = 1'b1
	} dirtymux_sel_t;
endpackage
package mem_wdata256mux;
	typedef enum bit {
		data0 = 1'b0,
		data1 = 1'b1
	} mem_wdata256_sel_t;
endpackage
package pmem_addr_mux;
	typedef enum logic [1:0] {
		mem_addr = 2'b00,
		way0 = 2'b01,
		way1 = 2'b10
	}pmem_addr_mux_sel_t;
endpackage
package mult_types;
    typedef struct packed {
        logic reset_n;
        logic start;
        logic [31:0] multiplicand;
		  logic [31:0] multiplier;
    } multi_inputs_t;
    typedef enum bit[1:0] {
        NONE=2'b0,
		  ADD_SHIFT=2'b01,
		  DONE=2'b10
    } op_e;
    typedef struct packed {
        logic ready;
        logic done;
        int iteration;
        op_e op;
        logic[31:0] M;
        logic C;
        logic[31:0] A;
        logic[31:0] Q;
    } mstate_s;
endpackage : mult_types
package pcmux;
typedef enum bit [1:0] {
    pc_plus4  = 2'b00
    ,alu_out  = 2'b01
    ,alu_mod2 = 2'b10
} pcmux_sel_t;
endpackage
package marmux;
typedef enum bit {
    pc_out = 1'b0
    ,alu_out = 1'b1
} marmux_sel_t;
endpackage
package cmpmux;
typedef enum bit {
    rs2_out = 1'b0
    ,i_imm = 1'b1
} cmpmux_sel_t;
endpackage
package alumux;
typedef enum bit {
    rs1_out = 1'b0
    ,pc_out = 1'b1
} alumux1_sel_t;
typedef enum bit [2:0] {
    i_imm    = 3'b000
    ,u_imm   = 3'b001
    ,b_imm   = 3'b010
    ,s_imm   = 3'b011
    ,j_imm   = 3'b100
    ,rs2_out = 3'b101
} alumux2_sel_t;
endpackage
package regfilemux;
typedef enum bit [3:0] {
    alu_out   = 4'b0000
    ,br_en    = 4'b0001
    ,u_imm    = 4'b0010
    ,lw       = 4'b0011
    ,pc_plus4 = 4'b0100
    ,lb        = 4'b0101
    ,lbu       = 4'b0110   
    ,lh        = 4'b0111
    ,lhu       = 4'b1000   
} regfilemux_sel_t;
endpackage
package bpredmux;
typedef enum bit [1:0] {
	not_taken_correct = 2'b00,
	taken_correct = 2'b01,
	alu_out = 2'b10,
	taken_incorrect = 2'b11
} bpredmux1_sel_t;
typedef enum bit [1:0] {
	bpmux1 = 2'b00,
	jal = 2'b01,
	jalr = 2'b10
} bpredmux2_sel_t;
endpackage
module icache_control(
	input clk,
	input mem_read,
	input pmem_resp,
	input hit,
	input lru_out,
	input tag1_hit,
	input tag0_hit,
	input cache_cw_read,
	input load_dpipeline,
	input stall,
	output logic pmem_read,
	output logic mem_resp,
	output logic [1:0] load_data,
	output logic [1:0] load_tag,
	output logic set_valid1,
	output logic set_valid0,
	output logic load_lru,
	output logic read_data,
	output logic load_pipeline,
	output logic set_rdata,
	output logic read_rdata
);
function void set_defaults();
	load_lru = 1'b0;
	read_data = 1'b0;
	load_data = 2'b0;
	load_tag = 2'b0;
	load_data = 2'b0;
	set_valid1 = 1'b0;
	set_valid0 = 1'b0;
	mem_resp = 1'b0;
	pmem_read = 1'b0;
	load_pipeline = 1'b1;
	set_rdata = 1'b0;
	read_rdata = 1'b0;
endfunction
enum int unsigned {
	idle,
	hit_detection,
	load,
	hold_rdata
} state, next_state;
always_ff @(posedge clk) begin
	state <= next_state;
end
always_comb begin
	unique case(state)
		idle: begin
					if(cache_cw_read)
						next_state = hit_detection;
					else
						next_state = idle;
				end
		hit_detection: begin
									if ((~load_dpipeline  || stall) && mem_resp)
											next_state = hit_detection;
									else
											next_state = hit ? (cache_cw_read ? hit_detection : idle) : load;
								end
		load: begin
					if(~pmem_resp)
						next_state = load;
					else
						next_state = (load_dpipeline && ~stall) ? (cache_cw_read ? hit_detection : idle) : hold_rdata;
				end
		hold_rdata: next_state = (load_dpipeline && ~stall) ? (cache_cw_read ? hit_detection : idle) : hold_rdata;
	default: next_state = idle;
	endcase
end
always_comb begin
	set_defaults();
	unique case(state)
		idle:	read_data = cache_cw_read;
		hit_detection: if(hit) begin   
								load_lru = 1'b1;
								mem_resp = 1'b1;
								read_data = cache_cw_read && load_dpipeline && ~stall;
							end
							else begin
								pmem_read = 1'b1;
								load_pipeline  = 1'b0;;
							end
		load: begin
					if(pmem_resp) begin
						load_data[0] = ~lru_out;
						load_tag[0] = ~lru_out;
						load_data[1] = lru_out;
						load_tag[1] = lru_out;
						set_valid0 = ~lru_out;
						set_valid1 = lru_out;
						mem_resp = 1'b1;
						read_data = cache_cw_read && load_dpipeline && ~stall;
						load_lru = 1'b1;
						set_rdata = 1'b1;
					end
					else begin
						pmem_read = 1'b1;
						load_pipeline = 1'b0;
					end
				end
		hold_rdata:	begin
							mem_resp = 1'b1;
							read_rdata = 1'b1;
							read_data = cache_cw_read && load_dpipeline && ~stall;
						end
	endcase
end
endmodule: icache_control
</file>
<file path="run.sh">
#!/bin/bash
# OpenROAD 26Q1-2900-gdf79404cd8, Yosys 0.63+post, stock flow scripts
make -C /OpenROAD-flow-scripts/flow DESIGN_CONFIG=/design/flow/config.mk WORK_HOME=/design/flow/orfs finish
</file>
<file path="config.mk">
export PLATFORM = sky130hd
export DESIGN_NAME = icache_control
export DESIGN_NICKNAME = icache_control
export VERILOG_FILES = /design/flow/design.v
export SDC_FILE = /design/flow/constraint.sdc
export NUM_CORES = 4
export LEC_CHECK = 1
export CORE_AREA = 10 10 70 70
export DIE_AREA = 0 0 80 80
</file>
<file path="constraint.sdc">
current_design icache_control

set clk_period 2.2
set clk_io_pct 0.2

create_clock -name clk0 -period $clk_period [get_ports {clk}]

set non_clock_inputs [all_inputs -no_clocks]
set_input_delay [expr $clk_period * $clk_io_pct] -clock clk0 $non_clock_inputs
set_output_delay [expr $clk_period * $clk_io_pct] -clock clk0 [all_outputs]
</file>
==> README.md <==
| Item | Value |
|---|---|
| Wire length of the first global-routing pass | 1.61 mm |
| Floorplan Utilization | 9.16% |
| Area figure in the yosys stat output | 313 um2 |
| Worst-case vdd ir drop | 0.226 mV |
| Worst-case reg-to-reg path depth | 5 |
| Clock Pin Slew Worst Setup and Hold Paths | 30 ps |
| Grt ovf | 0 |
| Status | complete, no violations |
| Vertical die dimension | 80 um |
| Max Fanout on Critical Path | 3 |
| Post-synthesis xor/xnor area fraction | 0% |
| DR iter-0 viols | 10 |
| Commonest non-fill, non-tap cells in the layout | clkdlybuf4s50_1, ha_1 |
| Clock Skew | 0.701 ps |
| Cell count of the worst hold path | 3 |
| Maximum level of the CTS H-tree | 1 |
| Biggest area contributors in the synthesized netlist | ha_1, dfxtp_1, buf_4, nor2b_1, a21oi_1 |
| Number of global-route vias before repair | 355 |
| Routed wire length | 995 um |
| Maximum capacitance violations | 0 |
| Met1 capacity usage during global routing | 3.45% |
| Prevailing logic family in the synthesized netlist | simple AND/OR/NAND/NOR gates |
| Largest regs | state: 2 flops |
| Grt peak-use layer | met2 |
| Share of post-route cells with drive strength above 1 | 28.3% |
| Yosys synthesis warning count | 1 |
| Post-Place Cell Area | 546 um2 |
| Clock root buffer master | clkbuf_4 |
| Class of the most critical setup path | register to output port |
| Total negative setup slack | 0 ps |
| Post-synthesis compound-gate area fraction | 17.2% |
| Portion of the post-synthesis area used by sequential elements | 12.8% |
| Fmax | 0.474 GHz |
| Register bank with the most flops | state |
| Number of antenna violations at the first check in global routing | 0 |
| Warning total across the stage logs | 34 |
| Final critical-path required period | 2110 ps |
| Gate Count Post-Synth | 39 |
| TritonCTS clock tree | yes |
| Share of the synthesized area in the top cell type | 24.0% |
| Worst-margin pin slew | 192 ps |
| Met3 Usage GRT | 0.568% |
| Total number of vias | 326 |
| # Cells Yosys | 39 |
| Number of port buffers | 19 |
| Path type of the worst min-delay path | input port to register |
| I/O Pins | 23 |
| Simple-gate area share of the yosys netlist | 24.8% |
| Pin count of the biggest net entering global routing | 6 |
| Final period utilization | 95.9% |
| Crit path capture type | output port |
| Sum of internal, switching and leakage power | 0.590 mW |
| Clock Latency Late Sink | 220 ps |
| Top cell excl fill/tap | clkdlybuf4s50_1 |
| Worst Path Arrival | 1670 ps |
| Area growth syn-to-layout | 93.6% |
| Mean post-synth cell area | 8.02 um2 |
| Leakage component of the power | 0.264 nW |
| Iteration count of the initial detailed-routing pass | 3 |
| Max-slew violation count | 0 |
| Gr usage total | 2.96% |
| Global placer's final weighted congestion | 0.689 |
| Remaining design rule violation count | 0 |
| Flip-flop count of the largest register, all copies and words added | 2 |
| CP startpoint kind | register |
| Site row count | 21 |
| Total power density per cell area | 975 nW/um2 |
| Maximum root-to-sink buffer count | 2 |
| Remaining number of nets flagged by the antenna check after routing | 0 |
| CP required | 1760 ps |
| Number of clock sinks | 2 |
| # setup viols final | 0 |
| Max-slew headroom at the worst pin | 87.2% |
| Setup repair after global routing missed its margin | yes |
| Final Cell Area | 606 um2 |
| Number of failing hold endpoints at the final stage | 0 |
| Share of synthesized area spent on multiplexers | 8.00% |
| Die X-Extent | 80 um |
| Number of distinct library cells after synthesis | 18 |
| Met2 layer usage reported by global route | 4.90% |
| Adder and majority cell fraction of the synthesized area | 24.0% |
| DR vias/cell | 3.08 |
| Synthesized flop and latch total | 2 |
| # hold bufs at CTS | 0 |
| Ant diodes | 0 |
| Area of the core | 3420 um2 |
| Post-synth design cell area | 313 um2 |
| Number of clock buffers inserted by TritonCTS | 3 |
| Routed wire per std cell | 9.39 um |
| Leading area contributor after synthesis | ha_1 |
| HPWL after DPL | 786 um |
| Chip footprint | 6400 um2 |
==> cells in the mapped netlist (all sizes together) <==
| library cell | number |
|---|---|
| and3 | 1 |
| o21bai | 1 |
| mux2i | 1 |
| and2 | 3 |
| a21oi | 3 |
| buf | 4 |
| inv | 3 |
| o32a | 1 |
| nor2b | 3 |
| o22ai | 1 |
| dfxtp | 2 |
| nand2 | 2 |
| o21ai | 3 |
| ha | 6 |
| mux2 | 1 |
| nand2b | 2 |
| nor2 | 2 |
==> routing by layer <==
metal / share of wire (%) / up-vias
met5: 0 / -
met4: 4.6 / 0
li1: - / 171
met2: 45 / 16
met3: 7.2 / 4
met1: 43 / 135
==> what timing repair did <==
item                       4_1_cts  5_1_grt
buffers inserted                 1        0
setup endpoints to repair        7        2
resized                          9        4
==> cell families after synthesis <==
family	Yosys count
buffers and inverters	7
muxes	2
adders and majority gates	6
AOI/OAI and AO/OA	9
and+or+nand+nor	13
DFF	2
==> per-stage QoR <==
step | setup WS (ps) | hold WS (ps) | utilization (%) | instances
floorplan | 575 | 554 | - | 39
global placement | -210 | 812 | 16.0 | 102
detailed placement | -208 | 812 | 16.0 | 102
CTS | 0.945 | 715 | 17.4 | 106
global route | -38.2 | 663 | 17.7 | 106
finish | 89.7 | 637 | 17.7 | 106
==> critical path: stages (launching register included) <==
cell,delay [ps]
dfxtp_2,320
inv_2,50
ha_2,170
buf_4,130
nor2b_1,90
o21ai_0,80
a21oi_1,130
clkdlybuf4s50_1,480
==> layout make-up <==
cell class | instances | area, um2
Clock buffer | 3 | 22.5
Tap cell | 46 | 57.6
Sequential cell | 2 | 42.5
Inverter | 3 | 11.3
Timing Repair Buffer | 22 | 218
Multi-Input combinational cell | 30 | 254
Fill cell | 383 | 2810
==> final timing paths <==
path               startpoint                to  slack (ps)
min            load_dpipeline  state[0]$_DFF_P_         640
max reg2reg  state[0]$_DFF_P_  state[0]$_DFF_P_         950
max          state[0]$_DFF_P_         read_data          90
min reg2reg  state[1]$_DFF_P_  state[0]$_DFF_P_         820
==> report_power, final <==
part	internal, mW	total (mW)	leakage (nW)	switching, mW
logic	0.273	0.436	0.234	0.163
registers	0.0599	0.0748	0.0171	0.0149
clock network	0.0601	0.0798	0.0138	0.0197
Power figures rest on the tool's default switching activity, not on a simulated workload.
