==> flow/design.v <==
package div_types;
    parameter int div_width_p = 32;
    typedef bit [div_width_p-1:0] dividend_t;
    typedef bit [div_width_p-1:0] divisor_t;
    typedef bit [div_width_p-1:0] quotient_t;
	 typedef bit [div_width_p*2-1:0] remainder_t;
endpackage : div_types
package bus_adapter_mux;
typedef enum bit{
    data = 1'b1,
    pmem_rdata256 = 1'b0
} memrdata256_sel_t;
typedef enum bit{
    mem_rdata256 = 1'b0,
	 mem_wdata256 = 1'b1
} memwdata256_sel_t;
endpackage
package write_en_mux;
	typedef enum logic [1:0] {
		load_no_read = 2'b10,
		load_and_read  = 2'b11
	} write_en_sel_t;
endpackage
package dirty_mux;
	typedef enum bit {
		dirty0 = 1'b0,
		dirty1 = 1'b1
	} dirtymux_sel_t;
endpackage
package mem_wdata256mux;
	typedef enum bit {
		data0 = 1'b0,
		data1 = 1'b1
	} mem_wdata256_sel_t;
endpackage
package pmem_addr_mux;
	typedef enum logic [1:0] {
		mem_addr = 2'b00,
		way0 = 2'b01,
		way1 = 2'b10
	}pmem_addr_mux_sel_t;
endpackage
package mult_types;
    typedef struct packed {
        logic reset_n;
        logic start;
        logic [31:0] multiplicand;
		  logic [31:0] multiplier;
    } multi_inputs_t;
    typedef enum bit[1:0] {
        NONE=2'b0,
		  ADD_SHIFT=2'b01,
		  DONE=2'b10
    } op_e;
    typedef struct packed {
        logic ready;
        logic done;
        int iteration;
        op_e op;
        logic[31:0] M;
        logic C;
        logic[31:0] A;
        logic[31:0] Q;
    } mstate_s;
endpackage : mult_types
package pcmux;
typedef enum bit [1:0] {
    pc_plus4  = 2'b00
    ,alu_out  = 2'b01
    ,alu_mod2 = 2'b10
} pcmux_sel_t;
endpackage
package marmux;
typedef enum bit {
    pc_out = 1'b0
    ,alu_out = 1'b1
} marmux_sel_t;
endpackage
package cmpmux;
typedef enum bit {
    rs2_out = 1'b0
    ,i_imm = 1'b1
} cmpmux_sel_t;
endpackage
package alumux;
typedef enum bit {
    rs1_out = 1'b0
    ,pc_out = 1'b1
} alumux1_sel_t;
typedef enum bit [2:0] {
    i_imm    = 3'b000
    ,u_imm   = 3'b001
    ,b_imm   = 3'b010
    ,s_imm   = 3'b011
    ,j_imm   = 3'b100
    ,rs2_out = 3'b101
} alumux2_sel_t;
endpackage
package regfilemux;
typedef enum bit [3:0] {
    alu_out   = 4'b0000
    ,br_en    = 4'b0001
    ,u_imm    = 4'b0010
    ,lw       = 4'b0011
    ,pc_plus4 = 4'b0100
    ,lb        = 4'b0101
    ,lbu       = 4'b0110   
    ,lh        = 4'b0111
    ,lhu       = 4'b1000   
} regfilemux_sel_t;
endpackage
package bpredmux;
typedef enum bit [1:0] {
	not_taken_correct = 2'b00,
	taken_correct = 2'b01,
	alu_out = 2'b10,
	taken_incorrect = 2'b11
} bpredmux1_sel_t;
typedef enum bit [1:0] {
	bpmux1 = 2'b00,
	jal = 2'b01,
	jalr = 2'b10
} bpredmux2_sel_t;
endpackage
module dcache_control(
	input clk,
	input mem_write,
	input mem_read,
	input pmem_resp,
	input hit,
	input dirty_ctrl,
	input lru_out,
	input pipe_lru_out,
	input tag1_hit,
	input tag0_hit,
	input pipe_cache_cw_write,
	input cache_cw_read,
	input cache_cw_write,
	input load_ipipeline,
	output logic pmem_read,
	output logic pmem_write,
	output logic mem_resp,
	output logic set_dirty1,
	output logic set_dirty0,
	output logic clear_dirty1,
	output logic clear_dirty0,
	output logic [1:0] load_data,
	output logic [1:0] load_tag,
	output logic set_valid1,
	output logic set_valid0,
	output logic load_lru,
	output logic load_pipe_lru,
	output logic read_data,
	output logic load_pipeline,
	output logic set_rdata,
	output logic read_rdata
);
function void set_defaults();
	load_lru = 1'b0;
	load_pipe_lru = 1'b0;
	read_data = 1'b0;
	load_data = 2'b0;
	load_tag = 2'b0;
	set_valid1 = 1'b0;
	set_valid0 = 1'b0;
	set_dirty0 = 1'b0;
	set_dirty1 = 1'b0;
	clear_dirty1 = 1'b0;
	clear_dirty0 = 1'b0;
	mem_resp = 1'b0;
	pmem_read = 1'b0;
	pmem_write = 1'b0;
	load_pipeline = 1'b1;
	set_rdata = 1'b0;
	read_rdata = 1'b0;
endfunction
enum int unsigned {
	idle,
	hit_detection,
	load,
	store,
	write_data,
	hold
} state, next_state;
always_ff @(posedge clk) begin
	state <= next_state;
end
always_comb begin
	unique case(state)
		idle: if(cache_cw_read || cache_cw_write)
					next_state = hit_detection;
				else
					next_state = idle;
		hit_detection: if (~load_ipipeline && mem_resp)
								next_state = hit_detection;
							else
								next_state = hit ? ((cache_cw_read || cache_cw_write) ? hit_detection : idle) : (dirty_ctrl ? store : load);
		load: if(~pmem_resp)
					next_state = load;
				else begin
					if (pipe_cache_cw_write)
						next_state = write_data;
					else
						next_state = load_ipipeline ? ((cache_cw_read || cache_cw_write)? hit_detection : idle) : hold;
				end
		store: 	if(~pmem_resp)
						next_state = store;
					else
						next_state = load;
		write_data: next_state = load_ipipeline ? ((cache_cw_read || cache_cw_write)? hit_detection : idle) : hold;
		hold: next_state = load_ipipeline ? ((cache_cw_read || cache_cw_write) ? hit_detection : idle) : hold;
		default: next_state = idle;
	endcase
end
always_comb begin
	set_defaults();
	unique case(state)
		idle:	read_data = cache_cw_read | cache_cw_write;
		hit_detection: if(hit) begin   
								load_lru = 1'b1;
								mem_resp = 1'b1;
								read_data = (cache_cw_read | cache_cw_write) && load_ipipeline;
								if(pipe_cache_cw_write) begin
									load_data[0] = tag0_hit;
									load_data[1] = tag1_hit;
									set_dirty0 = tag0_hit;
									set_dirty1 = tag1_hit;
								end
							end
							else begin
								load_pipeline = 1'b0;
								load_pipe_lru = 1'b1;
								if(~dirty_ctrl) begin
									pmem_read = 1'b1;
								end
							end
		load: begin
					load_pipeline = 1'b0;
					if(pmem_resp) begin
						load_data[0] = ~pipe_lru_out;
						load_data[1] = pipe_lru_out;
						load_tag[0] = ~pipe_lru_out;
						load_tag[1] = pipe_lru_out;
						set_valid0 = ~pipe_lru_out;
						set_valid1 = pipe_lru_out;
						if (~pipe_cache_cw_write) begin
							mem_resp = 1'b1;
							load_lru = 1'b1;
							read_data = (cache_cw_read | cache_cw_write) && load_ipipeline;
							set_rdata = 1'b1;
							load_pipeline = 1'b1;
						end
					end
					else begin
						pmem_read = 1'b1;
					end
				end
		store:	begin
						load_pipeline  = 1'b0;
						if(pmem_resp) begin
							pmem_read = 1'b1;
						end
						else begin
							pmem_write = 1'b1;
							clear_dirty0 = ~pipe_lru_out;
							clear_dirty1 = pipe_lru_out;
						end
					end
		write_data: begin
							mem_resp = 1'b1;
							load_data[0] = ~pipe_lru_out;
							load_data[1] = pipe_lru_out;
							set_dirty0 = ~pipe_lru_out;
							set_dirty1 = pipe_lru_out;
							load_lru = 1'b1;
							read_data = (cache_cw_read | cache_cw_write) && load_ipipeline;
						end
		hold:	begin
					mem_resp = 1'b1;
					read_rdata = 1'b1;
					read_data = (cache_cw_read | cache_cw_write) && load_ipipeline;
				end
	endcase
end
endmodule: dcache_control
==> flow/run.sh <==
#!/bin/bash
# OpenROAD 26Q1-2900-gdf79404cd8, Yosys 0.63+post, stock flow scripts
make -C /OpenROAD-flow-scripts/flow DESIGN_CONFIG=/design/flow/config.mk WORK_HOME=/design/flow/orfs finish
==> flow/config.mk <==
export PLATFORM = sky130hd
export DESIGN_NAME = dcache_control
export DESIGN_NICKNAME = dcache_control
export VERILOG_FILES = /design/flow/design.v
export SDC_FILE = /design/flow/constraint.sdc
export NUM_CORES = 4
export LEC_CHECK = 1
export CORE_AREA = 10 10 70 70
export DIE_AREA = 0 0 80 80
==> flow/constraint.sdc <==
current_design dcache_control

set clk_period 3.4
set clk_io_pct 0.2

create_clock -name clk0 -period $clk_period [get_ports {clk}]

set non_clock_inputs [all_inputs -no_clocks]
set_input_delay [expr $clk_period * $clk_io_pct] -clock clk0 $non_clock_inputs
set_output_delay [expr $clk_period * $clk_io_pct] -clock clk0 [all_outputs]
==> run summary <==
fresh numbers from the pnr run: RePlAce Congestion between 0.7 and 0.8, number of placed I/O pins 33, Critical-path top delay cell clkdlybuf4s50_1, Layout area overhead 59.67%, DR pass1 iterations 4, normalized max-slew margin 0.5528, top cell family by delay on the critical path buffers and inverters, Clk pin slew, worst setup/hold paths ~0.040 ns, Top cell by count, worst path clkdlybuf4s50_1, initial DRC count 30, Total Routing Usage GR 0.05183, Critical Setup Path Class in -> out, CTS buffer count 3, Period Utilization, post-route 0.9020, ratio of cells with drive above 1 in the final layout 0.1340, Ant. Diodes 0, global-route wire length before repair approximately 2700 um, buffer-and-inverter tally for the worst setup path 2, number of nets with antenna violations after routing 0, cell at the root of the clock tree clkbuf_4, Post-CTS Setup Bufs 0, Final Hold Violation Tally 0, antenna violations before repair 0, mean instance size in the synthesized netlist between 7 and 8 um^2, routed wire length per instance approximately 12 um, number of enable-type register cells in the synthesized netlist 0, number of logged tool warnings 28, number of cells on the worst reg-to-reg path 3, total chip power ~0.56 mW, clock period minus final worst setup slack slightly above 3 ns, total number of yosys warnings 1, slew at the pin closest to its max-slew limit between 0.6 and 0.7 ns, vias in the first global route 583, flip-flop and latch count after synthesis 3, CTS-repair resized insts 0, maximum number of pins on one net before global-route repair 17, predominant post-synthesis flop cell dfxtp_1, Largest register FFs 3, via count of the routed design between 500 and 600, register bank with the most flops state, dpl hpwl about 1400 um, Synth cell types 35, upper clock frequency limit approximately 330 MHz, final-layout setup total negative slack 0 ns, Core Region roughly 3400 um^2, Yosys top cell area share 0.1132, number of cell rows 21, Pre-Place Util 0.1553, fin. max-slew vios 0, clock tree from TritonCTS built, Residual DRC 0, IR drop worst, VDD ~0.18 mV, most frequent logic cell in the layout clkdlybuf4s50_1, area of the mapped netlist around 530 um^2, height of the die ~80 um, number of sinks handled by clock tree synthesis 3, CTS hold repair buffers 0, Crit path arrival time around 2.4 ns, endpoint class of the critical path output pin, most frequent logic cells in the routed design clkdlybuf4s50_1 (29), nor2_1 (8), nand2_1 (7), number of cells produced by synthesis just over 70, power density over the cells 659.8 nW/um^2, width of the die roughly 80 um, Synth area leader dfxtp_1, biggest regs state (3), unrepaired setup endpoints after global routing false, maximum cell stage delay along the critical path 0.53 ns, result of the run finished clean, number of max-capacitance violations reported 0, sort of element at the start of the critical path primary input, Avg Vias per Cell 4.189, fillcell total roughly 380, Hold Path Cell Cnt 2, largest fanout of any net on the critical path 5, fraction of registers with async set/reset 0, Finish-stage setup viols 0, path type of the worst min-delay path reg -> reg, clock latency reported for the late side of the worst-skew pair around 0.24 ns, Worst Clk Skew ~0.0041 ns, grt total ovfl 0, overall chip area ~6400 um^2, # Cells Yosys roughly 70, # port buffers 29, H-tree depth 1, CP Cell Sequence clkdlybuf4s50_1 -> nand2_1 -> nor4_2 -> o31a_1 -> clkdlybuf4s50_1, cell leakage power 0.3059 nW, Synth Seq Share 0.1132, worst path required time roughly 2.7 ns, yosys stat chip area approximately 530 um^2, number of cells on the critical path 5, biggest area contributors in the synthesized netlist dfxtp_1 (11%), buf_4 (5.7%), nor2_1 (5.7%), nand2b_4 (5.2%), nand2_1 (5.0%), detailed-route wire length approximately 1800 um, Clock Path Buffers 2
## synth_stat cells (all sizes together), types with 2 or more instances
master,instances
o22ai,2
nor3,3
a22o,2
o31a,2
nand2b,4
dfxtp,3
o32ai,2
nor2,9
o21a,2
nand2,7
o21ai,5
buf,7
a21oi,4
inv,5
## through the flow
step                std cells  worst slack (ns)  hold slack, ns  utilization  area [um^2]
finish                    143            0.3334          0.7066       0.2480        847.1
global route              143            0.1784          0.7556       0.2480        847.1
detailed placement        139            0.3458          0.6985       0.2403        820.8
CTS                       143            0.3238          0.7110       0.2480        847.1
global placement          139            0.3200          0.6799       0.2403        820.8
floorplan                  71             1.530          0.6153            -        530.5
## final cells by class
type / instances / area [um^2] / share of cell area
inverters: 5 / 18.77 / 0.02216
repair buffers: 29 / 290.3 / 0.3427
clock buffers: 4 / 26.28 / 0.03102
flip-flops and latches: 3 / 60.06 / 0.07090
well taps: 46 / 57.56 / 0.06795
multi-input cells: 56 / 394.1 / 0.4653
## path summary, 6_finish.rpt
kind	slack [ns]	start	to
worst max register to register	1.90	state[2]$_DFF_P_	state[0]$_DFF_P_
worst min-delay path	0.71	state[1]$_DFF_P_	state[2]$_DFF_P_
worst max-delay path	0.33	pmem_resp	read_data
worst min register to register	0.71	state[1]$_DFF_P_	state[2]$_DFF_P_
## metal layers
metal,vias to the layer above,routed length (um),GRT usage
met5,-,0,0
met4,0,35,0.01408
met3,2,214,0.01932
met2,28,746,0.07785
met1,256,784,0.06764
li1,313,-,-
## power breakdown
part / switching [mW] / internal [mW]
Sequential: 0.0740 / 0.0525
Clock: 0.0194 / 0.0440
Combinational: 0.126 / 0.243
Total: 0.220 / 0.339
## cell families after synthesis
group,count (synthesis),synth area share
AND-OR/OR-AND,28,0.4128
AND/OR/NAND/NOR,27,0.3019
buffers and inverters,12,0.1439
flip-flops,3,0.1132
multiplexers,1,0.02829
## worst register-to-register path, cell delays in order (launching register included)
cell and delay [ns]:
dfxtp_1 0.74, mux2_4 0.36, a221oi_2 0.21, a221o_1 0.13
No activity file was given, so power comes from the tool's default toggle rates.
