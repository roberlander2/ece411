### design/flow/constraint.sdc
current_design line_adapter

set clk_period 1.5
set clk_io_pct 0.2

create_clock -name clk0 -period $clk_period

set non_clock_inputs [all_inputs -no_clocks]
set_input_delay [expr $clk_period * $clk_io_pct] -clock clk0 $non_clock_inputs
set_output_delay [expr $clk_period * $clk_io_pct] -clock clk0 [all_outputs]
### design/flow/design.v
package div_types;
    parameter int div_width_p = 32;
    typedef bit [div_width_p-1:0] dividend_t;
    typedef bit [div_width_p-1:0] divisor_t;
    typedef bit [div_width_p-1:0] quotient_t;
	 typedef bit [div_width_p*2-1:0] remainder_t;
endpackage : div_types
package bus_adapter_mux;
typedef enum bit{
    data = 1'b1,
    pmem_rdata256 = 1'b0
} memrdata256_sel_t;
typedef enum bit{
    mem_rdata256 = 1'b0,
	 mem_wdata256 = 1'b1
} memwdata256_sel_t;
endpackage
package write_en_mux;
	typedef enum logic [1:0] {
		load_no_read = 2'b10,
		load_and_read  = 2'b11
	} write_en_sel_t;
endpackage
package dirty_mux;
	typedef enum bit {
		dirty0 = 1'b0,
		dirty1 = 1'b1
	} dirtymux_sel_t;
endpackage
package mem_wdata256mux;
	typedef enum bit {
		data0 = 1'b0,
		data1 = 1'b1
	} mem_wdata256_sel_t;
endpackage
package pmem_addr_mux;
	typedef enum logic [1:0] {
		mem_addr = 2'b00,
		way0 = 2'b01,
		way1 = 2'b10
	}pmem_addr_mux_sel_t;
endpackage
package mult_types;
    typedef struct packed {
        logic reset_n;
        logic start;
        logic [31:0] multiplicand;
		  logic [31:0] multiplier;
    } multi_inputs_t;
    typedef enum bit[1:0] {
        NONE=2'b0,
		  ADD_SHIFT=2'b01,
		  DONE=2'b10
    } op_e;
    typedef struct packed {
        logic ready;
        logic done;
        int iteration;
        op_e op;
        logic[31:0] M;
        logic C;
        logic[31:0] A;
        logic[31:0] Q;
    } mstate_s;
endpackage : mult_types
package pcmux;
typedef enum bit [1:0] {
    pc_plus4  = 2'b00
    ,alu_out  = 2'b01
    ,alu_mod2 = 2'b10
} pcmux_sel_t;
endpackage
package marmux;
typedef enum bit {
    pc_out = 1'b0
    ,alu_out = 1'b1
} marmux_sel_t;
endpackage
package cmpmux;
typedef enum bit {
    rs2_out = 1'b0
    ,i_imm = 1'b1
} cmpmux_sel_t;
endpackage
package alumux;
typedef enum bit {
    rs1_out = 1'b0
    ,pc_out = 1'b1
} alumux1_sel_t;
typedef enum bit [2:0] {
    i_imm    = 3'b000
    ,u_imm   = 3'b001
    ,b_imm   = 3'b010
    ,s_imm   = 3'b011
    ,j_imm   = 3'b100
    ,rs2_out = 3'b101
} alumux2_sel_t;
endpackage
package regfilemux;
typedef enum bit [3:0] {
    alu_out   = 4'b0000
    ,br_en    = 4'b0001
    ,u_imm    = 4'b0010
    ,lw       = 4'b0011
    ,pc_plus4 = 4'b0100
    ,lb        = 4'b0101
    ,lbu       = 4'b0110   
    ,lh        = 4'b0111
    ,lhu       = 4'b1000   
} regfilemux_sel_t;
endpackage
package bpredmux;
typedef enum bit [1:0] {
	not_taken_correct = 2'b00,
	taken_correct = 2'b01,
	alu_out = 2'b10,
	taken_incorrect = 2'b11
} bpredmux1_sel_t;
typedef enum bit [1:0] {
	bpmux1 = 2'b00,
	jal = 2'b01,
	jalr = 2'b10
} bpredmux2_sel_t;
endpackage
module line_adapter
(
    output [255:0] mem_wdata256,
    input [255:0] mem_rdata256,
    input [31:0] mem_wdata,
    output [31:0] mem_rdata,
    input [3:0] mem_byte_enable,
    output logic [31:0] mem_byte_enable256,
    input [31:0] resp_address,
    input [31:0] address
);
assign mem_wdata256 = {8{mem_wdata}};
assign mem_rdata = mem_rdata256[(32*resp_address[4:2]) +: 32];
assign mem_byte_enable256 = {28'h0, mem_byte_enable} << (address[4:2]*4);
endmodule : line_adapter
### design/flow/config.mk
export PLATFORM = sky130hd
export DESIGN_NAME = line_adapter
export DESIGN_NICKNAME = line_adapter
export VERILOG_FILES = /design/flow/design.v
export SDC_FILE = /design/flow/constraint.sdc
export NUM_CORES = 4
export LEC_CHECK = 1
export CORE_AREA = 10 10 264 264
export DIE_AREA = 0 0 274 274
### design/flow/run.sh
#!/bin/bash
# OpenROAD 26Q1-2900-gdf79404cd8, Yosys 0.63+post, stock flow scripts
make -C /OpenROAD-flow-scripts/flow DESIGN_CONFIG=/design/flow/config.mk WORK_HOME=/design/flow/orfs finish
==> run notes <==
run results: Max-Cap Viols 0, Routed WL 20,600 um, post-synth cell types 12, Crit Path Class input port to output pin, failing checks setup timing, Hold/Removal Path Class input port to output pin, hold path depth 0, DRC violations left 0, Post-synth area hogs buf_4, mux4_1, mux4_2, Power Dens Cells 255 nW/um2, required time worst endpoint 1.20 ns, Critical Path, Cell by Cell buf_12 -> buf_12 -> buf_12 -> buf_8 -> buf_6 -> mux4_2 -> mux2_4 -> buf_6, Slew HR 85.6%, Worst Setup SP resp_address[2], Die Height 274 um, WP depth 8, # setup viols final 32, Critical Path Most Common Cell buf_12, Total Routing Usage GR 5.09%, RePlAce Congestion 0.884, outcome finished with violations, fraction of layout cells with a size suffix above 1 45.3%, area grow syn2layout 76.2%, first-pass GRT wire length 27,700 um, Remaining Overflow, GRT 0, Mean Syn Cell Area 10.1 um2, CP startpoint kind input port, register share after synthesis 0%, Die X 274 um, Setup crit end mem_rdata[21], DP HPWL 17,200 um, top cells by count, synth buf_4, mux4_1, mux2_2, nor2_1, mux4_2, Buf/Inv on CP 6, num ports 676, antenna violations before repair 10, Top-area cell share 45.8%, Port-buffer cells 330, final cell count without fillers 1,399, row count 93, largest net degree at the start of global routing 36, ys cells 417, tool warnings 93, Layout clock buffers 0, vias in the first global route 3,921, placed cell count 1,339, Vias/cell 2.45, Fin. Hold Viols 0, PnR worst setup slack -0.531 ns, Final Cycle Share 135%, most common cell in the synthesized netlist buf_4, Final ANT Viol Nets 0, die area 75,100 um2, Yosys top cell by area buf_4, Yosys chip area 4200 um2, Mapped Area 4200 um2, Slowest Stage Delay on Critical Path 0.49 ns, Post-Synthesis Cells 417, Iteration-0 DRC Markers 107, Max Slew Vio Count 0, RSZ-0062 raised after global routing true, FP Util 6.54%, CP max stage cell mux4_2, register area 0 um2, CP top delay family multiplexers, Synth warnings 0, via count 3,433, average wire per standard cell 14.7 um, drt first pass iters 4, core area 64,100 um2, Worst Path Max Fanout 5, Final Core Density 11.5%, P_leak 2.88 nW, Flops 0, CP arrival 1.73 ns, Least-Margin Pin Slew 0.215 ns, min Tclk post-route 2.03 ns, Worst setup EP type output pin, fmax 492 MHz, Max VDD drop 124 uV, Post-CTS Hold Buffers 0
==> routing by layer <==
layer	vias to the layer above	wire [um]	global-route usage, %
li1	1459	-	-
met1	1592	7020	5.31
met2	301	10000	8.75
met3	77	2770	2.57
met4	4	732	1.63
met5	-	26	0
==> cells in the final DEF, fill, tap and decap left out <==
master / count
mux4_2: 64
clkdlybuf4s15_2: 1
nand2b_4: 6
dlymetal6s2s_1: 7
buf_2: 19
buf_8: 5
nor2_1: 14
dlygate4sd2_1: 84
nand2_2: 1
buf_16: 3
mux2_4: 30
buf_12: 17
mux2_2: 2
diode_2: 3
nand2_4: 4
nor2_4: 6
or2_4: 1
nor2_2: 12
buf_4: 29
clkdlybuf4s50_1: 191
buf_6: 45
==> report_power, final <==
part / switching, mW / total (mW) / internal [mW] / leakage, nW
combinational: 0.507 / 1.88 / 1.37 / 2.88
clock: 0 / 0.000000276 / 0.000000276 / 0.0000190
sequential: 0 / 0 / 0 / 0
==> logic make-up after synthesis <==
group	share of synthesized area, %
and+or+nand+nor	4.35
buffers and inverters	49.1
muxes	46.5
==> worst min-delay path by stage <==
stage / start / slack [ns] / endpoint
4_1_cts: mem_wdata[15] / 0.60 / mem_wdata256[15]
5_1_grt: mem_wdata[7] / 0.60 / mem_wdata256[135]
6_report: mem_wdata[7] / 0.60 / mem_wdata256[103]
==> final cells by class <==
| type | instances | area [um2] |
|---|---|---|
| fillers | 7228 | 56700 |
| diodes | 3 | 7.51 |
| repair buffers | 401 | 4060 |
| multi-input cells | 140 | 2250 |
| well taps | 855 | 1070 |
==> metrics by stage <==
step,area [um2],power [mW],setup TNS (ns),setup slack [ns],hold slack [ns]
2_1_floorplan,4140,0.949,-3.16,-0.0988,0.666
3_3_place_gp,6550,1.62,-39.35,-0.782,0.600
3_5_place_dp,6550,1.62,-40.17,-0.788,0.600
4_1_cts,7090,1.77,-14.68,-0.569,0.600
5_1_grt,7390,2.00,-16.21,-0.585,0.600
6_report,7390,1.88,-14.78,-0.531,0.600
==> repair_timing <==
action,in CTS,in global routing
setup endpoints to repair,64,49
cloned,2,0
hold endpoints to repair,0,0
pin swaps,25,8
buffers inserted,42,20
gates resized,343,47
Power figures rest on the tool's default switching activity, not on a simulated workload.
